==> /design/flow/design.v <==
module CLK_1_MODULE (
    clk,
    rst_n,
    in_valid,
    seed_in,
    out_idle,
    out_valid,
    seed_out,
    clk1_handshake_flag1,
    clk1_handshake_flag2,
    clk1_handshake_flag3,
    clk1_handshake_flag4
);
input clk;
input rst_n;
input in_valid;
input [31:0] seed_in;
input out_idle;
output reg out_valid;
output reg [31:0] seed_out;
input clk1_handshake_flag1;
input clk1_handshake_flag2;
output clk1_handshake_flag3;
output clk1_handshake_flag4;
reg  in_valid_reg;
reg [31:0] seed_in_reg;
always @(posedge clk or negedge rst_n) begin
    if(!rst_n) in_valid_reg <= 1'b0;
    else in_valid_reg <= in_valid;
end
always @(posedge clk or negedge rst_n) begin
    if(!rst_n) seed_in_reg <= 32'b0;
    else seed_in_reg <= (in_valid & out_idle)? seed_in:seed_in_reg;
end
always @(*) begin
    out_valid = in_valid_reg;
    seed_out = seed_in_reg;
end
endmodule
module CLK_2_MODULE (
    clk,
    rst_n,
    in_valid,
    fifo_full,
    seed,
    out_valid,
    rand_num,
    busy,
    handshake_clk2_flag1,
    handshake_clk2_flag2,
    handshake_clk2_flag3,
    handshake_clk2_flag4,
    clk2_fifo_flag1,
    clk2_fifo_flag2,
    clk2_fifo_flag3,
    clk2_fifo_flag4
);
input clk;
input rst_n;
input in_valid;
input fifo_full;
input [31:0] seed;
output out_valid;
output [31:0] rand_num;
output busy;
input handshake_clk2_flag1;
input handshake_clk2_flag2;
output handshake_clk2_flag3;
output handshake_clk2_flag4;
input clk2_fifo_flag1;
input clk2_fifo_flag2;
output clk2_fifo_flag3;
output clk2_fifo_flag4;
parameter a = 13;
parameter b = 17;
parameter c =  5;
reg state;
reg [8:0]  cnt;
reg [31:0] x;
wire[31:0] x1, x2, x3;
assign busy = 1'b0;
assign rand_num = x3;
assign out_valid = state & ~fifo_full;
assign x1 = |cnt? x ^ (x << a):seed^(seed<<a);
assign x2 = x1 ^ (x1 >> b);
assign x3 = x2 ^ (x2 << c);
always @(posedge clk or negedge rst_n) begin
    if(!rst_n) x <= 32'b0;
    else if(&cnt[7:0] & ~fifo_full) x <= 32'b0;
    else x <= (fifo_full)? x:x3;
end
always @(posedge clk or negedge rst_n) begin
    if(!rst_n) state <= 1'b0;
    else if(handshake_clk2_flag1) state <= 1'b1;
    else if(&cnt[7:0] & ~fifo_full) state <= 1'b0;
end
always @(posedge clk or negedge rst_n) begin
    if(!rst_n) cnt <= 9'b1_0000_0000;
    else if(~state & handshake_clk2_flag1) cnt <= 9'b0;
    else if(~cnt[8] & ~fifo_full) cnt <= cnt + 1'b1;
end
endmodule
module CLK_3_MODULE (
    clk,
    rst_n,
    fifo_empty,
    fifo_rdata,
    fifo_rinc,
    out_valid,
    rand_num,
    fifo_clk3_flag1,
    fifo_clk3_flag2,
    fifo_clk3_flag3,
    fifo_clk3_flag4
);
input clk;
input rst_n;
input fifo_empty;
input [31:0] fifo_rdata;
output fifo_rinc;
output reg out_valid;
output reg [31:0] rand_num;
input fifo_clk3_flag1;
input fifo_clk3_flag2;
output fifo_clk3_flag3;
output fifo_clk3_flag4;
reg fifo_empty_reg;
assign fifo_rinc = ~fifo_empty;
always @(posedge clk or negedge rst_n) begin
    if(!rst_n) begin
        out_valid <=  1'b0;
        fifo_empty_reg <= 1'b1;
    end else begin
        out_valid <= ~fifo_empty_reg;
        fifo_empty_reg <= fifo_empty;
    end
end
always @(*) begin
    rand_num = out_valid? fifo_rdata:32'b0;
end
endmodule
==> /design/flow/run.sh <==
#!/bin/bash
# OpenROAD 26Q1-2900-gdf79404cd8, Yosys 0.63+post, stock flow scripts
make -C /OpenROAD-flow-scripts/flow DESIGN_CONFIG=/design/flow/config.mk WORK_HOME=/design/flow/orfs finish
==> /design/flow/config.mk <==
export PLATFORM = sky130hd
export DESIGN_NAME = CLK_2_MODULE
export DESIGN_NICKNAME = CLK_2_MODULE
export VERILOG_FILES = /design/flow/design.v
export SDC_FILE = /design/flow/constraint.sdc
export NUM_CORES = 4
export LEC_CHECK = 1
export CORE_UTILIZATION = 50
==> /design/flow/constraint.sdc <==
current_design CLK_2_MODULE

set clk_period 7.2
set clk_io_pct 0.2

create_clock -name clk0 -period $clk_period [get_ports {clk}]

set non_clock_inputs [all_inputs -no_clocks]
set_input_delay [expr $clk_period * $clk_io_pct] -clock clk0 $non_clock_inputs
set_output_delay [expr $clk_period * $clk_io_pct] -clock clk0 [all_outputs]
==> report_table.html <==
<!-- implementation run metrics -->
<table>
<tr><th>Metric</th><th>Value</th></tr>
<tr><th colspan="2">Clock network</th></tr>
<tr><td>Maximum clock insertion buffer count</td><td>2</td></tr>
<tr><td>Post-CTS Repair Setup Buffers</td><td>0</td></tr>
<tr><td>Cell resize tally after clock tree synthesis</td><td>0</td></tr>
<tr><td>Clock root buffer master</td><td>clkbuf_8</td></tr>
<tr><td>TritonCTS clock tree</td><td>done</td></tr>
<tr><td>Later-pin clock latency in the skew report</td><td>300 ps</td></tr>
<tr><td>Inserted Clock Buffers</td><td>5</td></tr>
<tr><td>Cts hold-fix bufs</td><td>0</td></tr>
<tr><td>Count of clock tree sinks</td><td>42</td></tr>
<tr><td>CTS H-tree lvls</td><td>2</td></tr>
<tr><td>Clock slew seen by the registers of the worst setup and hold paths</td><td>~80 ps</td></tr>
<tr><th colspan="2">Yosys</th></tr>
<tr><td>Cell area after synthesis</td><td>about 0.0037 mm2</td></tr>
<tr><td>Cell taking the most area after synthesis</td><td>dfrtp_1</td></tr>
<tr><td>Multiplexer fraction of the synthesized cell area</td><td>0.0640</td></tr>
<tr><td>Number of synthesized flops with an enable pin</td><td>0</td></tr>
<tr><td>Distinct lib cells</td><td>about 42</td></tr>
<tr><td>Synthesized area divided by synthesized cell count</td><td>about 11 um2</td></tr>
<tr><td>Largest cells by area</td><td>dfrtp_1, xnor2_1, xnor3_1</td></tr>
<tr><td>Synthesis warning total</td><td>5</td></tr>
<tr><td>Primary flip-flop cell chosen by synthesis mapping</td><td>dfrtp_1</td></tr>
<tr><td>Area fraction in and, or, nand and nor cells after synthesis</td><td>0.0903</td></tr>
<tr><td>Post-synthesis cell count</td><td>around 340</td></tr>
<tr><td>Area fraction of the dominant cell type after synthesis</td><td>0.276</td></tr>
<tr><td>Area share of fa/ha/maj cells after synthesis</td><td>0.00674</td></tr>
<tr><td>Area share of xor/xnor cells in the synthesized design</td><td>0.406</td></tr>
<tr><td>Top non-seq family</td><td>XOR/XNOR gates</td></tr>
<tr><td>Yosys-reported design area after synthesis</td><td>around 0.0037 mm2</td></tr>
<tr><td>Post-synthesis sequential area ratio</td><td>0.283</td></tr>
<tr><td>Register bit total from synthesis</td><td>around 42</td></tr>
<tr><td>Fraction of synthesis flops using an asynchronous set or reset pin</td><td>1.00</td></tr>
<tr><td>Post-synthesis share of cell area spent on and-or and or-and gates</td><td>0.107</td></tr>
<tr><td>Ys cells</td><td>337</td></tr>
<tr><th colspan="2">Timing</th></tr>
<tr><td>Relative slew margins</td><td>0.444</td></tr>
<tr><td>Number of max-slew violations in the final report</td><td>0</td></tr>
<tr><td>Final cycle utilization of the critical path</td><td>0.697</td></tr>
<tr><td>Number of endpoints failing setup at the final stage</td><td>0</td></tr>
<tr><td>Final number of hold-violating endpoints</td><td>0</td></tr>
<tr><td>Pin slew with the least headroom to its limit</td><td>833 ps</td></tr>
<tr><td>Unrepaired setup endpoints after global routing</td><td>no</td></tr>
<tr><td>Min Tclk post-route</td><td>between 5000 and 6000 ps</td></tr>
<tr><td>F_max</td><td>approximately 200 MHz</td></tr>
<tr><td>Total negative slack for setup checks</td><td>0 ps</td></tr>
<tr><td>Setup clock skew after layout</td><td>approximately 12 ps</td></tr>
<tr><th colspan="2">Placed design</th></tr>
<tr><td>Routability Congestion</td><td>0.817</td></tr>
<tr><td>Count of input and output buffers</td><td>68</td></tr>
<tr><td>DP Wirelength</td><td>6240 um</td></tr>
<tr><th colspan="2">Critical path</th></tr>
<tr><td>Cell with the largest stage delay on the worst path</td><td>clkdlybuf4s50_1</td></tr>
<tr><td>Critical path type</td><td>input pin to primary output</td></tr>
<tr><td>Flop-to-flop setup slack</td><td>approximately 5000 ps</td></tr>
<tr><td>Arrival time of data at the critical path endpoint</td><td>roughly 3600 ps</td></tr>
<tr><td>Highest fanout seen on the critical path</td><td>4</td></tr>
<tr><td>CP endpoint kind</td><td>primary output</td></tr>
<tr><td>CP dominant cell by count</td><td>clkdlybuf4s50_1</td></tr>
<tr><td>Sort of element at the start of the critical path</td><td>input pin</td></tr>
<tr><td>Worst reg2reg path depth</td><td>6</td></tr>
<tr><td>Reg-to-reg endpoint</td><td>x[6]</td></tr>
<tr><td>Worst stage delay on the critical path</td><td>between 500 and 600 ps</td></tr>
<tr><td>Critical register-to-register path startpoint</td><td>cnt[0]</td></tr>
<tr><td>Worst endpoint required time</td><td>around 5800 ps</td></tr>
<tr><td>Critical path cell sequence</td><td>clkdlybuf4s50_1 -&gt; xnor2_1 -&gt; xnor3_1 -&gt; mux2_2 -&gt; clkdlybuf4s50_1</td></tr>
<tr><th colspan="2">Detailed routing</th></tr>
<tr><td>Post-Route WL</td><td>roughly 8700 um</td></tr>
<tr><td>Overall via count from detail_route</td><td>about 2700</td></tr>
<tr><td>Post-detailed-route via-to-cell ratio</td><td>roughly 5.4</td></tr>
<tr><td>ANT cells</td><td>0</td></tr>
<tr><td>Post-detailed-route DRC marker count</td><td>0</td></tr>
<tr><td>Routed length per placed instance</td><td>between 15 and 20 um</td></tr>
<tr><td>Number of antenna-violating nets in the routed design</td><td>0</td></tr>
<tr><td>Detailed Route Iter0 Violations</td><td>102</td></tr>
<tr><td>Iteration tally of the first detailed-router pass</td><td>4</td></tr>
<tr><th colspan="2">Power and ir drop</th></tr>
<tr><td>Clock Power Share</td><td>0.064</td></tr>
<tr><td>Maximum VDD drop</td><td>0.411 mV</td></tr>
<tr><td>Switching pwr</td><td>roughly 1 mW</td></tr>
<tr><td>Switch share</td><td>0.341</td></tr>
<tr><td>Internal cell power</td><td>around 2.0 mW</td></tr>
<tr><td>Comb pwr share</td><td>0.772</td></tr>
<tr><td>Sequential cell fraction of total power</td><td>0.164</td></tr>
<tr><td>Power density of the placed cells</td><td>between 600 and 700 mW/mm2</td></tr>
<tr><td>Static power due to leakage</td><td>roughly 2 nW</td></tr>
<tr><td>Design Power</td><td>approximately 3.0 mW</td></tr>
<tr><th colspan="2">Floorplanning</th></tr>
<tr><td>Boundary Pins</td><td>~78</td></tr>
<tr><td>Starting density of the core</td><td>0.515</td></tr>
<tr><td>Die height</td><td>between 80 and 90 um</td></tr>
<tr><td>Die span in x</td><td>around 90 um</td></tr>
<tr><td>Number of placement rows</td><td>31</td></tr>
<tr><td>Core Footprint</td><td>just over 0.007 mm2</td></tr>
<tr><td>Total die size</td><td>about 0.0078 mm2</td></tr>
<tr><th colspan="2">Layout</th></tr>
<tr><td>Layout Area Growth over Synthesis</td><td>21.6%</td></tr>
<tr><td>Commonest Layout Cell</td><td>xnor2_1</td></tr>
<tr><td>Number of filler instances in the final layout</td><td>between 600 and 700</td></tr>
<tr><td>Share of post-route cells with drive strength above 1</td><td>0.0630</td></tr>
<tr><td>Most numerous logic cells after layout</td><td>xnor2_1, clkdlybuf4s50_1, dfrtp_1</td></tr>
<tr><th colspan="2">Global route</th></tr>
<tr><td>Pin count of the biggest net entering global routing</td><td>between 40 and 50</td></tr>
<tr><td>Via count of the first global-routing pass</td><td>2493</td></tr>
<tr><td>Global Route Usage Sum</td><td>0.244</td></tr>
<tr><td>Leftover overflow at the end of global routing</td><td>0</td></tr>
<tr><td>Number of antenna violations at the first check in global routing</td><td>0</td></tr>
<tr><td>Wire length of the first global-routing pass</td><td>between 10000 and 15000 um</td></tr>
<tr><th colspan="2">Job</th></tr>
<tr><td>Tool Warnings</td><td>31</td></tr>
<tr><td>Maximum capacitance violations</td><td>0</td></tr>
<tr><th colspan="2">Hold path</th></tr>
<tr><td>Hold path depth</td><td>1</td></tr>
<tr><td>Path type of the worst min-delay path</td><td>register to register</td></tr>
<tr><td>Worst hold endpoint</td><td>x[27]</td></tr>
<tr><td>Startpoint of the most critical hold path</td><td>x[27]</td></tr>
<tr><th colspan="2">Status</th></tr>
<tr><td>Run status</td><td>finished clean</td></tr>
</table>
==> metal layers <==
layer,part of all wire,GRT usage,vias to the layer above
met5,0,0,-
met4,0.0066,0.0176,0
met3,0.041,0.0401,4
met2,0.46,0.359,71
met1,0.49,0.416,1299
li1,-,-,1290
==> critical path, delay by kind of cell <==
| family | cells | cell delay (ps) |
|---|---|---|
| xor gates and xnor gates | 2 | 930 |
| buffers and inverters | 2 | 920 |
| muxes | 1 | 290 |
==> cell usage after synthesis, drive strengths merged (5+ instances only) <==
library cell,n
a22o,20
buf,15
clkbuf,7
dfrtp,41
mux2i,20
nand2,20
nand3,13
nand4,5
nor2,17
o211ai,10
o21ai,8
xnor2,84
xnor3,21
xor2,14
xor3,6
==> metrics by stage <==
step	hold WS, ps	cell area [um2]	utilization	setup slack [ps]	instances
after floorplan	492	3730	-	3380	341
after global placement	514	4410	0.611	2170	488
after detailed placement	517	4410	0.611	2150	488
after CTS	540	4520	0.626	2150	496
after global routing	556	4520	0.626	2000	496
final	534	4520	0.626	2180	496
==> state kept, by name, summed over array words and instances, names as in the netlist <==
signal  cells
cnt         9
state       1
x          32
==> how the worst max path moves through the flow <==
| stage | from | to | slack [ps] |
|---|---|---|---|
| 6_report | seed[6] | rand_num[19] | 2180 |
| 5_1_grt | seed[17] | rand_num[13] | 2000 |
| 4_1_cts | seed[17] | rand_num[13] | 2150 |
==> cells by family (layout without fill, tap and decap cells) <==
family,Yosys count,count (layout)
XOR/XNOR,125,125
other,1,5
multiplexers,23,23
flip-flops,42,42
AND/OR/NAND/NOR,67,67
adder cells (fa/ha/maj),2,2
buffers and inverters,26,82
AND-OR/OR-AND,51,51
==> cell type report <==
class / count / area (um2) / area share
multi-input cells: 273 / 2520 / 0.558
flip-flops and latches: 42 / 1050 / 0.233
repair buffers: 71 / 698 / 0.155
well taps: 99 / 124 / 0.0274
clock buffers: 6 / 72.6 / 0.0161
clock inverters: 2 / 37.5 / 0.00831
inverters: 3 / 11.3 / 0.00249
==> power groups by stage <==
stage	sequential [mW]	combinational, mW	clock [mW]
final	0.493	2.32	0.192
after global routing	0.509	2.56	0.207
after CTS	0.492	2.35	0.196
Power and IR drop assume default switching activity.

**flow/run.sh**
```bash
#!/bin/bash
# OpenROAD 26Q1-2900-gdf79404cd8, Yosys 0.63+post, stock flow scripts
make -C /OpenROAD-flow-scripts/flow DESIGN_CONFIG=/design/flow/config.mk WORK_HOME=/design/flow/orfs finish
```
**flow/config.mk**
```make
export PLATFORM = sky130hd
export DESIGN_NAME = HF
export DESIGN_NICKNAME = HF
export VERILOG_FILES = /design/flow/design.v
export SDC_FILE = /design/flow/constraint.sdc
export NUM_CORES = 4
export LEC_CHECK = 1
export CORE_UTILIZATION = 40
```
**flow/constraint.sdc**
```tcl
current_design HF

set clk_period 42.0
set clk_io_pct 0.2

create_clock -name clk0 -period $clk_period

set non_clock_inputs [all_inputs -no_clocks]
set_input_delay [expr $clk_period * $clk_io_pct] -clock clk0 $non_clock_inputs
set_output_delay [expr $clk_period * $clk_io_pct] -clock clk0 [all_outputs]
```
**flow/design.v**
```verilog
module HF(
    input [24:0] symbol_freq,
    output reg [19:0] out_encoded
);
wire[3:0] a_encoded, b_encoded, c_encoded, d_encoded, e_encoded;
wire[2:0] a_valid, b_valid, c_valid, d_valid, e_valid;
rearrange a(
    .encoded(a_encoded),
    .valid(a_valid),
    .output_coded(out_encoded[19:16])
);
rearrange b(
    .encoded(b_encoded),
    .valid(b_valid),
    .output_coded(out_encoded[15:12])
);
rearrange c(
    .encoded(c_encoded),
    .valid(c_valid),
    .output_coded(out_encoded[11:8])
);
rearrange d(
    .encoded(d_encoded),
    .valid(d_valid),
    .output_coded(out_encoded[7:4])
);
rearrange e(
    .encoded(e_encoded),
    .valid(e_valid),
    .output_coded(out_encoded[3:0])
);
wire[5:0] sorted_0_p1;
wire[4:0] sorted_1_p1, sorted_2_p1, sorted_3_p1;
wire[2:0] a0, a1, a2, a3, a4;
sort s(
    .unsort(symbol_freq),
    .sorted({sorted_0_p1, sorted_1_p1, sorted_2_p1, sorted_3_p1}),
    .index({a0, a1, a2, a3, a4})
);
wire[1:0] a_group_p1 = (a4 == 3'd0)? 2'd3:
                       (a3 == 3'd0)? 2'd2:
                       (a2 == 3'd0)? 2'd1:
                                     2'd0;
wire[1:0] b_group_p1 = (a4 == 3'd1)? 2'd3:
                       (a3 == 3'd1)? 2'd2:
                       (a2 == 3'd1)? 2'd1:
                                     2'd0;
wire[1:0] c_group_p1 = (a4 == 3'd2)? 2'd3:
                       (a3 == 3'd2)? 2'd2:
                       (a2 == 3'd2)? 2'd1:
                                     2'd0;
wire[1:0] d_group_p1 = (a4 == 3'd3)? 2'd3:
                       (a3 == 3'd3)? 2'd2:
                       (a2 == 3'd3)? 2'd1:
                                     2'd0;
wire[1:0] e_group_p1 = (a4[2])? 2'd3:
                       (a3[2])? 2'd2:
                       (a2[2])? 2'd1:
                                2'd0;
assign a_encoded[0] = (a1 == 3'd0);
assign b_encoded[0] = (a1 == 3'd1);
assign c_encoded[0] = (a1 == 3'd2);
assign d_encoded[0] = (a1 == 3'd3);
assign e_encoded[0] = (a1 == 3'd4);
assign a_valid[0] = !a_group_p1;
assign b_valid[0] = !b_group_p1;
assign c_valid[0] = !c_group_p1;
assign d_valid[0] = !d_group_p1;
assign e_valid[0] = !e_group_p1;
wire switch1_p2 = (sorted_0_p1 > sorted_1_p1);
wire switch2_p2 = (sorted_0_p1 > sorted_2_p1);
wire switch3_p2 = (sorted_0_p1 > sorted_3_p1);
wire[5:0] sorted_0_p2 = (switch2_p2)? (sorted_1_p1 + sorted_2_p1):(sorted_1_p1 + sorted_0_p1);
wire[5:0] sorted_1_p2 = switch3_p2? sorted_3_p1:
                        switch2_p2? sorted_0_p1:
                                    sorted_2_p1;
wire[5:0] sorted_2_p2 = switch3_p2? sorted_0_p1:sorted_3_p1;
wire[1:0] a_group_dest_p2 = switch3_p2? 2'd3:
                            switch2_p2? 2'd2:
                            switch1_p2? 2'd1:
                                        2'd0;
wire[1:0] b_group_dest_p2 = !switch1_p2;
wire[1:0] c_group_dest_p2 = switch2_p2? 2'd1:2'd2;
wire[1:0] d_group_dest_p2 = switch3_p2? 2'd2:2'd3;
wire[1:0] a_group_p2 = (a_group_p1 == 3'd0)? a_group_dest_p2:
                       (a_group_p1 == 3'd1)? b_group_dest_p2:
                       (a_group_p1 == 3'd2)? c_group_dest_p2:
                                             d_group_dest_p2;
wire[1:0] b_group_p2 = (b_group_p1 == 3'd0)? a_group_dest_p2:
                       (b_group_p1 == 3'd1)? b_group_dest_p2:
                       (b_group_p1 == 3'd2)? c_group_dest_p2:
                                             d_group_dest_p2;
wire[1:0] c_group_p2 = (c_group_p1 == 3'd0)? a_group_dest_p2:
                       (c_group_p1 == 3'd1)? b_group_dest_p2:
                       (c_group_p1 == 3'd2)? c_group_dest_p2:
                                             d_group_dest_p2;
wire[1:0] d_group_p2 = (d_group_p1 == 3'd0)? a_group_dest_p2:
                       (d_group_p1 == 3'd1)? b_group_dest_p2:
                       (d_group_p1 == 3'd2)? c_group_dest_p2:
                                             d_group_dest_p2;
wire[1:0] e_group_p2 = (e_group_p1 == 3'd0)? a_group_dest_p2:
                       (e_group_p1 == 3'd1)? b_group_dest_p2:
                       (e_group_p1 == 3'd2)? c_group_dest_p2:
                                             d_group_dest_p2;
assign a_encoded[1] = a_group_p2 == 2'd1;
assign b_encoded[1] = b_group_p2 == 2'd1;
assign c_encoded[1] = c_group_p2 == 2'd1;
assign d_encoded[1] = d_group_p2 == 2'd1;
assign e_encoded[1] = e_group_p2 == 2'd1;
assign a_valid[1] = !a_group_p2[1];
assign b_valid[1] = !b_group_p2[1];
assign c_valid[1] = !c_group_p2[1];
assign d_valid[1] = !d_group_p2[1];
assign e_valid[1] = !e_group_p2[1];
wire switch1_p3 = (sorted_0_p2 > sorted_1_p2);
wire switch2_p3 = (sorted_0_p2 > sorted_2_p2);
wire[6:0] sorted_0_p3 = (switch2_p3)? (sorted_1_p2 + sorted_2_p2):(sorted_1_p2 + sorted_0_p2);
wire[5:0] sorted_1_p3 = switch2_p3? sorted_0_p2:sorted_2_p2;
wire[1:0] a_group_dest_p3 = switch2_p3? 2'd2:
                            switch1_p3? 2'd1:
                                        2'd0;
wire[1:0] b_group_dest_p3 = !switch1_p3;
wire[1:0] c_group_dest_p3 = switch2_p3? 2'd1:2'd2;
wire[1:0] a_group_p3 = (a_group_p2 == 3'd3)? c_group_dest_p3:
                       (a_group_p2 == 3'd2)? b_group_dest_p3:
                                             a_group_dest_p3;
wire[1:0] b_group_p3 = (b_group_p2 == 3'd3)? c_group_dest_p3:
                       (b_group_p2 == 3'd2)? b_group_dest_p3:
                                             a_group_dest_p3;
wire[1:0] c_group_p3 = (c_group_p2 == 3'd3)? c_group_dest_p3:
                       (c_group_p2 == 3'd2)? b_group_dest_p3:
                                             a_group_dest_p3;
wire[1:0] d_group_p3 = (d_group_p2 == 3'd3)? c_group_dest_p3:
                       (d_group_p2 == 3'd2)? b_group_dest_p3:
                                             a_group_dest_p3;
wire[1:0] e_group_p3 = (e_group_p2 == 3'd3)? c_group_dest_p3:
                       (e_group_p2 == 3'd2)? b_group_dest_p3:
                                             a_group_dest_p3;
assign a_encoded[2] = a_group_p3[0];
assign b_encoded[2] = b_group_p3[0];
assign c_encoded[2] = c_group_p3[0];
assign d_encoded[2] = d_group_p3[0];
assign e_encoded[2] = e_group_p3[0];
assign a_valid[2] = !a_group_p3[1];
assign b_valid[2] = !b_group_p3[1];
assign c_valid[2] = !c_group_p3[1];
assign d_valid[2] = !d_group_p3[1];
assign e_valid[2] = !e_group_p3[1];
wire switch_p4 = (sorted_0_p3 > sorted_1_p3);
assign a_encoded[3] = (!a_group_p3[1] & switch_p4) | (a_group_p3[1] & !switch_p4);
assign b_encoded[3] = (!b_group_p3[1] & switch_p4) | (b_group_p3[1] & !switch_p4);
assign c_encoded[3] = (!c_group_p3[1] & switch_p4) | (c_group_p3[1] & !switch_p4);
assign d_encoded[3] = (!d_group_p3[1] & switch_p4) | (d_group_p3[1] & !switch_p4);
assign e_encoded[3] = (!e_group_p3[1] & switch_p4) | (e_group_p3[1] & !switch_p4);
endmodule
module sort (
    input [24:0] unsort,
    output [20:0] sorted,
    output [14:0] index
);
    wire[4:0] A00 = unsort[24:20];
    wire[4:0] A01 = unsort[19:15];
    wire[4:0] A02 = unsort[14:10];
    wire[4:0] A03 = unsort[9:5];
    wire[4:0] A04 = unsort[4:0];
    wire[4:0] A10;
    wire[4:0] A11, A21, A31;
    wire[4:0] A12, A22, A32, A42, A52;
    wire[4:0] A13, A23, A33, A43, A53, A63, A73;
    wire[4:0] A14, A24, A34, A44;
    wire[2:0] A10_;
    wire[2:0] A11_, A21_, A31_;
    wire[2:0] A12_, A22_, A32_, A42_, A52_;
    wire[2:0] A13_, A23_, A33_, A43_, A53_, A63_, A73_;
    wire[2:0] A14_, A24_, A34_, A44_;
    assign A10 = (A00 <= A11)? A00:A11;
    assign A11 = (A01 <= A12)? A01:A12;
    assign A21 = (A00 <= A11)? A11:A00;
    assign A31 = (A21 <= A32)? A21:A32;
    assign A12 = (A02 <= A13)? A02:A13;
    assign A22 = (A01 <= A12)? A12:A01;
    assign A32 = (A22 <= A33)? A22:A33;
    assign A42 = (A21 <= A32)? A32:A21;
    assign A52 = (A42 <= A53)? A42:A53;
    assign A13 = (A03 <= A04)? A03:A04;
    assign A23 = (A02 <= A13)? A13:A02;
    assign A33 = (A23 <= A14)? A23:A14;
    assign A43 = (A22 <= A33)? A33:A22;
    assign A53 = (A43 <= A24)? A43:A24;
    assign A63 = (A42 <= A53)? A53:A42;
    assign A73 = (A63 <= A34)? A63:A34;
    assign A14 = (A03 <= A04)? A04:A03;
    assign A24 = (A23 <= A14)? A14:A23;
    assign A34 = (A43 <= A24)? A24:A43;
    assign A44 = (A63 <= A34)? A34:A63;
    assign A10_ = (A00 <= A11)? 3'd0:A11_;
    assign A11_ = (A01 <= A12)? 3'd1:A12_;
    assign A21_ = (A00 <= A11)? A11_:3'd0;
    assign A31_ = (A21 <= A32)? A21_:A32_;
    assign A12_ = (A02 <= A13)? 3'd2:A13_;
    assign A22_ = (A01 <= A12)? A12_:3'd1;
    assign A32_ = (A22 <= A33)? A22_:A33_;
    assign A42_ = (A21 <= A32)? A32_:A21_;
    assign A52_ = (A42 <= A53)? A42_:A53_;
    assign A13_ = (A03 <= A04)? 3'd3:3'd4;
    assign A23_ = (A02 <= A13)? A13_:3'd2;
    assign A33_ = (A23 <= A14)? A23_:A14_;
    assign A43_ = (A22 <= A33)? A33_:A22_;
    assign A53_ = (A43 <= A24)? A43_:A24_;
    assign A63_ = (A42 <= A53)? A53_:A42_;
    assign A73_ = (A63 <= A34)? A63_:A34_;
    assign A14_ = (A03 <= A04)? 3'd4:3'd3;
    assign A24_ = (A23 <= A14)? A14_:A23_;
    assign A34_ = (A43 <= A24)? A24_:A43_;
    assign A44_ = (A63 <= A34)? A34_:A63_;
    wire[5:0] sum = A10 + A31;
    assign sorted = {sum, A52, A73, A44};
    assign index = {A10_, A31_, A52_, A73_, A44_};
endmodule
module rearrange (
    input[3:0] encoded,
    input[2:0] valid,
    output reg[3:0] output_coded
);
    always @(*) begin
        case (valid)
            3'b000: output_coded = {3'b000, encoded[3]};
            3'b001: output_coded = {2'b00, encoded[3], encoded[0]};
            3'b010: output_coded = {2'b00, encoded[3], encoded[1]};
            3'b100: output_coded = {2'b00, encoded[3:2]};
            3'b011: output_coded = {1'b0, encoded[3], encoded[1:0]};
            3'b101: output_coded = {1'b0, encoded[3:2], encoded[0]};
            3'b110: output_coded = {1'b0, encoded[3:1]};
            3'b111: output_coded = encoded;
            default: output_coded = 4'd0;
        endcase
    end
endmodule
```
==> flow_metrics.py <==
# Flow results
metrics = {
    "placement": {
        "portBuffers": 45,
        "place_congestion": 0.944,
        "placed_cells": 1281,
        "hpwl_mm": 17.7,
    },
    "layout": {
        "clkbuf_count": 0,
        "instances_no_fill": 1281,
        "fillers": 1756,
        "drive_gt1_share_pct": 10.0,
        "layout.area.seq_sq_um": 0,
        "combGateArea_sq_um": 6590,
        "flops": 0,
        "syn_to_final_growth_pct": 8.58,
    },
    "routing": {
        "drt-initial-drc-count": 644,
        "wl_per_cell_um": 16.7,
        "diodes": 0,
        "drc": 0,
        "via_per_inst": 6.02,
        "num_vias": 7711,
        "first_pass_iters": 5,
        "wirelength_mm": 21.4,
        "ant_nets": 0,
    },
    "setup_path": {
        "crit_start": "symbol_freq[3]",
        "critical-path-top-delay-family": "AND-OR/OR-AND gates",
        "cp-start-kind": "primary input",
        "required_ns": 33.60,
        "worst-setup-path-type": "in2out",
        "cp_max_fo": 28,
        "critical_path_depth": 88,
        "worst_path_max_delay_cell": "nor2_1",
        "endpoint": "out_encoded[5]",
        "cp_common_cell": "ha_1",
        "cp.arrival_ns": 30.84,
        "crit_buf_inv": 11,
        "slowest_delay_ns": 0.73,
        "cp-end-kind": "primary output",
    },
    "timing": {
        "fin_crit_sh_pct": 93.4,
        "maxClockFrequency_mhz": 25.5,
        "rsz0062_at_grt": "no",
        "drv_slew": 0,
        "worstMarginPinSlew_ns": 0.895,
        "slew_headroom_pct": 40.1,
        "finalSetupTns_ns": 0,
        "whs_ns": 18.82,
        "finalHoldViolCount": 0,
        "min_period_ns": 39.24,
        "setup_viol_count_final": 0,
    },
    "synthesis": {
        "top_area_cell": "ha_1",
        "top_logic_kind": "AND-OR/OR-AND gates",
        "synth-compound-area-share_pct": 38.5,
        "synth_cell_types": 123,
        "netlist_area_sq_um": 7110,
        "syn_inst": 1041,
        "ys_sh_xor_pct": 3.08,
        "synthMostInstantiatedCell": "nand2_1",
        "ys_sh_mux_pct": 8.25,
        "yosys_cells": 1041,
        "ys.warnings.count": 1,
        "synth.avg_cell_area_sq_um": 6.83,
        "ys_seq_share_pct": 0,
        "ys_sh_adder_pct": 15.5,
        "simple_gate_share_pct": 27.0,
        "yosysTopAreaCellShare_pct": 13.9,
        "yosys-top-cells-count": "nand2_1, o21ai_0, nor2_1",
        "topCellsByArea": "ha_1, o21ai_0, nand2_1",
        "ys_area_sq_um": 7110,
    },
    "global_routing": {
        "grt_pass1_vias": 6678,
        "grt_max_degree": 29,
        "gr-usage-met3_pct": 0.802,
        "grtUsageMet2_pct": 35.7,
        "grtUsageTotal_pct": 23.7,
        "grt_pass1_wl_mm": 34.7,
        "top_usage_layer": "met1",
        "use_met1_pct": 38.7,
        "antenna_found_initial": 0,
        "globalRoute.totalOverflow": 0,
    },
    "outcome": {
        "status": "complete, no violations",
    },
    "min_path": {
        "hold_path_class": "in2out",
    },
    "run": {
        "warnings": 32,
        "maxCapViolations": 0,
    },
    "floorplan": {
        "initCoreUtil_pct": 41.0,
        "dieArea_sq_um": 18300,
        "die_h_um": 135,
        "die_x_um": 135,
        "io-pin-count": 45,
        "core-area_sq_um": 17400,
        "num_rows": 48,
    },
    "clock_network": {
        "holdBufCountCts": 0,
        "cts_setup_buffers": 0,
        "cts_resized": 0,
    },
}
metal layers:
metal  vias up  part of all wire (%)
li1       3930                     -
met1      3536                    51
met2       239                    42
met3         6                   6.0
met4         0                  0.33
met5         -                     0
how the worst min path moves through the flow:
stage                           start             end  slack (ns)  depth (start not counted)
final                 symbol_freq[24]  out_encoded[0]       18.82                         11
after global routing  symbol_freq[23]  out_encoded[4]       18.97                          9
after CTS             symbol_freq[24]  out_encoded[0]       18.81                         11
stage by stage:
step / area (sq um) / worst slack (ns) / util (%)
after floorplan: 7110 / 5.73 / -
after global placement: 7720 / 3.44 / 44.5
after detailed placement: 7720 / 3.16 / 44.5
after CTS: 7720 / 3.06 / 44.5
after global routing: 7720 / 0.664 / 44.5
final: 7720 / 2.76 / 44.5
cell families (layout without fill, tap and decap cells):
kind of cell / Yosys count / in the layout
AND/OR/NAND/NOR: 375 / 375
AND-OR/OR-AND: 375 / 375
multiplexers: 55 / 55
adder cells (fa/ha/maj): 87 / 87
other: 2 / 2
XOR/XNOR: 25 / 25
buffers and inverters: 122 / 137
final cells by class:
type / instances / share of cell area (%)
timing repair buffer: 61 / 7.39
multi-input combinational: 919 / 85.3
tap: 225 / 3.64
inverter: 76 / 3.69
layout by cell type (no fill, tap or decap), types with 16 or more instances in the layout:
master	n
a21oi_1	75
buf_4	16
clkdlybuf4s50_1	45
ha_1	79
inv_1	74
mux2i_1	43
nand2_1	117
nand2b_1	16
nand3_1	24
nor2_1	93
nor3_1	21
o21ai_0	95
xnor2_1	17
worst min-delay path, delay by kind of cell:
family	cells	cell delay (ns)
AND-OR/OR-AND	3	0.26
adder cells (fa/ha/maj)	1	0.18
buffers and inverters	3	1.14
AND/OR/NAND/NOR	4	0.46

<file path="flow/config.mk">
export PLATFORM = sky130hd
export DESIGN_NAME = MAZE
export DESIGN_NICKNAME = MAZE
export VERILOG_FILES = /design/flow/design.v
export SDC_FILE = /design/flow/constraint.sdc
export NUM_CORES = 4
export LEC_CHECK = 1
export CORE_UTILIZATION = 30
</file>
<file path="flow/constraint.sdc">
current_design MAZE

set clk_period 22.3
set clk_io_pct 0.2

create_clock -name clk0 -period $clk_period [get_ports {clk}]

set non_clock_inputs [all_inputs -no_clocks]
set_input_delay [expr $clk_period * $clk_io_pct] -clock clk0 $non_clock_inputs
set_output_delay [expr $clk_period * $clk_io_pct] -clock clk0 [all_outputs]
</file>
<file path="flow/design.v">
module MAZE(
    input clk,
    input rst_n,
	input in_valid,
	input [1:0] in,
    output reg out_valid,
    output reg [1:0] out
);
reg state, next_state;
parameter STATE_IDLE = 1'b0;
parameter STATE_WALK = 1'b1;
parameter RIGHT = 2'd0;
parameter DOWN = 2'd1;
parameter LEFT = 2'd2;
parameter UP = 2'd3;
reg[1:0] next_move;
reg[1:0] direction;
reg[1:0] read_data_right;
reg[1:0] read_data_down;
reg[1:0] read_data_left;
reg[1:0] read_data_up;
reg[1:0] maze[16:0][16:0];
reg[4:0] count_x, count_y;
reg[4:0] index_x, index_y;
reg sword;
reg right_can_go;
reg down_can_go;
reg left_can_go;
reg up_can_go;
always @(posedge clk) begin
    if(in_valid)
        maze[count_x][count_y] <= in;
end
always @(*) begin
    read_data_right = maze[index_x + 1'b1][index_y];
    read_data_down = maze[index_x][index_y + 1'b1];
    read_data_left = maze[index_x - 1'b1][index_y];
    read_data_up = maze[index_x][index_y - 1'b1];
end
always @(posedge clk) begin
    if(in_valid)
        sword <= 1'b0;
    else if(maze[index_x][index_y][1])
        sword <= 1'b1;
    else
        sword <= sword;
end
always @(*) begin
    if(index_x[4])
        right_can_go = 1'b0;
    else if(read_data_right == 2'd1)
        right_can_go = 1'b0;
    else if(read_data_right == 2'd3 && !sword && !maze[index_x][index_y][1])
        right_can_go = 1'b0;
    else
        right_can_go = 1'b1;
end
always @(*) begin
    if(index_y[4])
        down_can_go = 1'b0;
    else if(read_data_down == 2'd1)
        down_can_go = 1'b0;
    else if(read_data_down == 2'd3 && !sword && !maze[index_x][index_y][1])
        down_can_go = 1'b0;
    else
        down_can_go = 1'b1;
end
always @(*) begin
    if(index_x == 5'd0)
        left_can_go = 1'b0;
    else if(read_data_left == 2'd1)
        left_can_go = 1'b0;
    else if(read_data_left == 2'd3 && !sword && !maze[index_x][index_y][1])
        left_can_go = 1'b0;
    else
        left_can_go = 1'b1;
end
always @(*) begin
    if(index_y == 5'd0)
        up_can_go = 1'b0;
    else if(read_data_up == 2'd1)
        up_can_go = 1'b0;
    else if(read_data_up == 2'd3 && !sword && !maze[index_x][index_y][1])
        up_can_go = 1'b0;
    else
        up_can_go = 1'b1;
end
always @(*) begin
    case (direction)
        RIGHT:begin
            if(up_can_go)
                next_move = UP;
            else if(right_can_go)
                next_move = RIGHT;
            else if(down_can_go)
                next_move = DOWN;
            else
                next_move = LEFT;
        end
        DOWN:begin
            if(right_can_go)
                next_move = RIGHT;
            else if(down_can_go)
                next_move = DOWN;
            else if(left_can_go)
                next_move = LEFT;
            else
                next_move = UP;
        end
        LEFT:begin
            if(down_can_go)
                next_move = DOWN;
            else if(left_can_go)
                next_move = LEFT;
            else if(up_can_go)
                next_move = UP;
            else
                next_move = RIGHT;
        end
        UP:begin
            if(left_can_go)
                next_move = LEFT;
            else if(up_can_go)
                next_move = UP;
            else if(right_can_go)
                next_move = RIGHT;
            else
                next_move = DOWN;
        end
        default: next_move = RIGHT;
    endcase
end
always @(posedge clk) begin
    if(in_valid)
        direction <= RIGHT;
    else
        direction <= next_move;
end
always @(posedge clk) begin
    if(!in_valid)
        count_x <= 5'd0;
    else if(count_x[4])
        count_x <= 5'd0;
    else if(in_valid)
        count_x <= count_x + 1'b1;
    else
        count_x <= count_x;
end
always @(posedge clk or negedge rst_n) begin
    if(!rst_n)
        count_y <= 5'd0;
    else if(!in_valid)
        count_y <= 5'd0;
    else if(count_x[4])
        count_y <= count_y + 1'b1;
    else
        count_y <= count_y;
end
always @(posedge clk) begin
    if(in_valid)
        index_x <= 5'd0;
    else begin
        if(next_move == RIGHT)
            index_x <= index_x + 1'b1;
        else if(next_move == LEFT)
            index_x <= index_x - 1'b1;
        else
            index_x <= index_x;
    end
end
always @(posedge clk) begin
    if(in_valid)
        index_y <= 5'd0;
    else begin
        if(next_move == DOWN)
            index_y <= index_y + 1'b1;
        else if(next_move == UP)
            index_y <= index_y - 1'b1;
        else
            index_y <= index_y;
    end
end
always @(posedge clk or negedge rst_n) begin
    if(!rst_n)
        state <= STATE_IDLE;
    else
        state <= next_state;
end
always @(*) begin
    case (state)
        STATE_IDLE: begin
            if (count_x[4] && count_y[4])
                next_state = STATE_WALK;
            else
                next_state = STATE_IDLE;
        end
        STATE_WALK: begin
            if (index_x[4] && index_y[4])
                next_state = STATE_IDLE;
            else
                next_state = STATE_WALK;
        end
        default: next_state = STATE_IDLE;
    endcase
end
always @(*) begin
    if(state == STATE_IDLE)
        out_valid = 1'b0;
    else
        out_valid = !(index_x[4] && index_y[4]);
end
always @(*) begin
    if(!out_valid)
        out = 2'd0;
    else
        out = next_move;
end
endmodule
</file>
<file path="flow/run.sh">
#!/bin/bash
# OpenROAD 26Q1-2900-gdf79404cd8, Yosys 0.63+post, stock flow scripts
make -C /OpenROAD-flow-scripts/flow DESIGN_CONFIG=/design/flow/config.mk WORK_HOME=/design/flow/orfs finish
</file>
==> qor.csv <==
stage;metric;value;unit
setup_path;CP startpoint;index_x[0];
clock_tree;H-tree levels;3;
yosys;Mapped Area;44490;sq um
die;core region area;146400;sq um
die;fp util;30.38;%
die;Rows;140;
grt;grt ovf;0;
timing;Slew Limit Headroom;20.55;%
setup_path;CP Class;reg2out;
timing;crit path time final;13.70;ns
flow_run;OpenROAD warnings;41;
die;die width;387.1;microns
clock_tree;CTS Sinks;604;
placed_design;HPWL Detailed;121200;microns
setup_path;reg2reg start;index_x[0];
setup_path;Worst R2R Path Depth;25;
die;Die Y;387.1;microns
timing;RSZ-0062 raised after global routing;no;
detailed_routing;Via-to-Cell Ratio;6.252;
timing;clock skew;0.04211;ns
setup_path;crit path DAT;9.24;ns
yosys;Commonest cells post-synth;edfxtp_1 (578), mux4_2 (509), nor2_1 (452);
grt;initial antenna violation count;10;
clock_tree;CTS tree;done;
placed_design;routability cong.;1.079;
detailed_routing;Routed Antenna Nets;0;
setup_path;Worst setup EP type;primary output;
grt;via count of the first global-routing pass;33940;
clock_tree;clk slew on worst S/H paths;0.06;ns
yosys;top-area cell type share of the netlist area;39.01;%
detailed_routing;drt wl/cell;33.20;microns
grt;largest net degree at the start of global routing;145;
clock_tree;# hold bufs at CTS;0;
setup_path;setup slack, reg-to-reg;12.43;ns
yosys;top cell type by instance count after synthesis;edfxtp_1;
timing;Hold Fails Final Rpt;0;
setup_path;Setup crit end;out[0];
grt;first-pass GRT wire length;253600;microns
timing;Fin Setup TNS;0;ns
clock_tree;TritonCTS buffer count;68;
timing;Final Setup Violations;0;
yosys;Seq/Total Area, Yosys;40.25;%
clock_tree;clock buffer depth;3;
min_path;Tightest Hold Check Type;reg2reg;
setup_path;R2R Path End;index_y[4];
clock_tree;post-CTS resize count;0;
timing;Final Worst Setup Slack;8.601;ns
flow_run;Max Cap Violations;0;
yosys;Post-synth area hogs;edfxtp_1 (39%), mux4_2 (26%), mux2i_1 (5.3%), nor2_1 (3.8%), ha_1 (3.0%);
layout;Final Util;33.59;%
layout;Area Growth Syn to Fin;10.56;%
yosys;Synth Instances;3465;
setup_path;crit path max fanout;44;
yosys;YS warnings;1;
yosys;#FFs+latches synth;604;
grt;Total Routing Usage GR;24.99;%
outcome;outcome;complete, no violations;
yosys;main flop type;edfxtp_1;
yosys;Yosys Instances;3465;
timing;final worst path period share;61.43;%
layout;layout cell share with drive strength beyond 1;25.18;%
setup_path;Worst setup SP type;register;
timing;Worst-Margin Slew;1.187;ns
detailed_routing;Residual DRC;0;
layout;FILL cells;14200;
timing;Fin Hold WS;0.4685;ns
detailed_routing;First-pass DRT Iterations;6;
detailed_routing;vias after detailed routing;33620;
yosys;cell type with the largest total area;edfxtp_1;
die;die area;149800;sq um
yosys;number of enable flip-flop cells;578;
yosys;YS chip area;44490;sq um
clock_tree;setup bufs post-CTS;0;
timing;fmax;73.00;MHz
placed_design;worst slack, placed;9.618;ns
die;I/O pin total;8;
yosys;ys async rst share;0.9934;%
yosys;Distinct cells, synth;95;
yosys;Syn Area/Cell;12.84;sq um
detailed_routing;final WL;178600;microns
detailed_routing;1st-iter DRT viols;3331;
placed_design;Port Buffers;7;
clock_tree;Root Buffer;clkbuf_16;
timing;Slew Viols, Final;0;
clock_tree;Latency at later pin;0.71;ns
setup_path;CP required;17.84;ns
## area by class of cell
cell class	count	area, sq um	area share, %
Multi-Input combinational cell	2501	25100	51.03
Timing Repair Buffer	148	1156	2.351
Clock buffer	82	1795	3.651
Clock inverter	43	516.7	1.051
Sequential cell	604	17910	36.41
Antenna cell	2	5.005	0.01018
Inverter	81	304.0	0.6182
Tap cell	1917	2399	4.877
## registers in the layout, indices dropped and copies added, names as in the netlist
| register | cells |
|---|---|
| count_y | 5 |
| maze | 578 |
| count_x | 5 |
| state | 1 |
| index_x | 5 |
| sword | 1 |
| direction | 4 |
| index_y | 5 |
## per-stage QoR
step | instances | cell area (sq um)
after CTS | 5376 | 49180
after floorplan | 3465 | 44490
after detailed placement | 5251 | 46870
final | 5378 | 49180
after global placement | 5251 | 46870
after global routing | 5376 | 49180
## worst max-delay path, cell delays in order, from the launching register on
cell and delay, ns:
dfxtp_1 0.64, inv_1 0.23, ha_1 0.28, xnor2_1 0.66, xor2_1 0.19, ha_1 0.36
inv_1 0.07, fa_4 1.19, buf_4 0.70, mux4_2 0.42, mux4_2 0.46, and2_0 0.20
o311a_1 0.34, o32ai_1 0.78, mux2i_1 0.16, a221o_1 0.53, nand2_2 0.19, a22oi_2 0.11
o211a_1 0.37, nor2_1 0.13, clkdlybuf4s50_1 0.47
## cell usage in the layout, fill, tap and decap left out, types with 12 or more instances in the layout
master and n:
edfxtp_1 578, mux4_2 509, nor2_1 446, nand2_1 270, mux2i_1 235, buf_4 139, ha_1 104, inv_1 80
a21oi_1 78, a211oi_1 71, clkbuf_16 69, o21ai_0 60, nand3_1 54, xnor2_1 50, nor3_1 45, mux2_2 45
nand4_1 34, and3_1 31, a31oi_1 27, o211ai_1 24, xor2_1 22, nor2b_1 21, dfxtp_1 20, a21o_1 16
a2111oi_0 16, o31ai_1 15, o2111ai_1 15, or3_1 15, o22ai_1 13, a22oi_1 12
## metal layers
layer  up-vias  track usage, %  wire [microns]
met3       531           18.54           32560
met2      2610           33.39           73530
met4        24           11.64           11420
li1      13780               -               -
met5         -           1.786             313
met1     16670           30.04           60730
## logic make-up after synthesis
group / synth area share (%)
and+or+nand+nor: 9.889
xor gates and xnor gates: 1.837
muxes: 32.37
AOI/OAI and AO/OA: 7.945
DFF: 40.25
adders and majority gates: 3.729
buffers and inverters: 3.977
## how the worst min path moves through the flow
stage,slack (ns),startpoint,depth (start not counted),end
6_report,0.47,state,1,state
5_1_grt,0.50,state,1,state
4_1_cts,0.46,state,1,state
